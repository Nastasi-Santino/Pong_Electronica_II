**./design.v**
```verilog
module limited_move(
    input  wire              rst,
    input  wire [6:0]        actual_pos,
    input  wire              isLeft,
    input  wire              isRight,
    output reg signed [2:0] dx
);
    localparam integer WIDTH = 17;
    localparam integer HALF  = WIDTH/2;      
    localparam [6:0]   HALF7 = HALF[6:0];
    always @* begin
        dx = 3'sd0;   
        if (rst == 'd0) begin
            if (isLeft == 'd1 && isRight == 'd0) begin
                if (actual_pos > HALF7)
                    dx = -3'sd1;  
            end else if (isRight == 'd1 && isLeft == 'd0) begin
                if (actual_pos < (7'd127 - HALF7))
                    dx = 3'sd1;  
            end
        end
    end
endmodule
module players_logic #(
    parameter integer CLK_HZ  = 10_000_000,
    parameter integer MOVE_HZ = 100
)(
    input  wire        clk,
    input  wire        rst,
    input  wire [1:0]  btns,
    output reg  [6:0]  position
);
    wire signed [2:0] dx;
    limited_move lm1 (
    .rst(rst),
    .actual_pos(position),
    .isLeft(btns[0]),
    .isRight(btns[1]),
    .dx(dx)
    );
    localparam integer CUENTA = CLK_HZ / MOVE_HZ;  
    localparam integer CW = $clog2(CUENTA);
    reg [CW-1:0] cont;
    wire signed [7:0] pos_ext  = $signed({1'b0, position});
    wire signed [7:0] next_pos = pos_ext + dx;
    always @(posedge clk) begin
        if(rst == 'd1) begin
            position <= 7'd64;
            cont <= 'd0;
        end else begin
            if(cont < CUENTA - 'd1) begin
                cont <= cont + 'd1;
            end else begin
                position <= next_pos[6:0];
                cont <= 'd0;
            end
        end
    end
endmodule
```
**./run.sh**
```bash
#!/bin/bash
# OpenROAD 26Q1-2900-gdf79404cd8, Yosys 0.63+post, stock flow scripts
make -C /OpenROAD-flow-scripts/flow DESIGN_CONFIG=/design/flow/config.mk WORK_HOME=/design/flow/orfs finish
```
**./config.mk**
```make
export PLATFORM = sky130hd
export DESIGN_NAME = players_logic
export DESIGN_NICKNAME = players_logic
export VERILOG_FILES = /design/flow/design.v
export SDC_FILE = /design/flow/constraint.sdc
export NUM_CORES = 4
export LEC_CHECK = 1
export CORE_AREA = 10 10 102 102
export DIE_AREA = 0 0 112 112
```
**./constraint.sdc**
```tcl
current_design players_logic

set clk_period 4.7
set clk_io_pct 0.2

create_clock -name clk0 -period $clk_period [get_ports {clk}]

set non_clock_inputs [all_inputs -no_clocks]
set_input_delay [expr $clk_period * $clk_io_pct] -clock clk0 $non_clock_inputs
set_output_delay [expr $clk_period * $clk_io_pct] -clock clk0 [all_outputs]
```
==> Implementation_results.wiki <==
=== Synthesis and place and route ===
{| class="wikitable"
! Metric !! Value
|-
| Post-CTS setup buffer count || 0
|-
| Worst clock skew on the final layout || 0.00401 ns
|-
| Reg-to-Reg End || position[6]$_SDFFE_PP1P_
|-
| Max-slew headroom || 57.5%
|-
| Largest net degree at the start of global routing || 16
|-
| Final-layout worst hold slack || 0.472 ns
|-
| Number of hold buffers added after CTS || 0
|-
| Worst setup path end || position[6]$_SDFFE_PP1P_
|-
| Share of total power consumed by net switching || 21.3%
|-
| Mean routed wirelength per cell || 9.31 um
|-
| Flip-flops with a built-in enable || 0
|-
| Horizontal die dimension || 112 um
|-
| Max-slew violations || 0
|-
| Crit path launch type || input pin
|-
| Std cell rows || 33
|-
| Total area of sequential cells || 480 um^2
|-
| Internal Power || 293 uW
|-
| Via total after detailed routing || 1132
|-
| Cell area after placement || 1580 um^2
|-
| GRT Residual Overflow || 0
|-
| Number of synthesized register bits || 24
|-
| Reported net switching power || 79.4 uW
|-
| Setup Viol. Count Final || 0
|-
| Sequential power share || 56.0%
|-
| Input/output buffers || 10
|-
| Maximum clock insertion buffer count || 2
|-
| Required time of the worst setup path || 4.88 ns
|-
| Worst reg2reg startpoint || position[1]$_SDFFE_PP0P_
|-
| Cell chosen for the clock root || sky130_fd_sc_hd__clkbuf_8
|-
| Min Clock Period, post-route || 3.56 ns
|-
| CTS clk-pin slew, worst paths || 0.08 ns
|-
| Final wirelength || 2590 um
|-
| Fmax || 281 MHz
|-
| Combined area of the multi-input logic cells || 837 um^2
|-
| Wire length of the first global-routing pass || 4370 um
|-
| Leading cell type in the layout, fill and taps excluded || sky130_fd_sc_hd__nor2_1
|-
| Total of fill cells in the finished design || 896
|-
| Detailed-route vias per instance || 4.07
|-
| CP Data Arrival Time || 3.74 ns
|-
| Slew of the pin with the lowest slew margin || 0.632 ns
|-
| Routed met1 length || 1340 um
|-
| XOR-XNOR Cells, Area Fraction || 8.95%
|-
| Dominant combinational family || simple AND/OR/NAND/NOR gates
|-
| First-pass DRT Iterations || 4
|-
| Asr flop ratio synth || 0%
|-
| Worst reg-to-reg setup slack || 2.20 ns
|-
| Overall chip area || 12500 um^2
|-
| Worst setup slack before clock tree synthesis || 0.860 ns
|-
| Count of tool warnings || 25
|-
| Total antenna diodes in the routed design || 0
|-
| Layout Utilization || 19.9%
|-
| Global placement routability congestion || 0.819
|-
| Worst Reg2Reg Path Length in Cells || 9
|-
| Yosys warning tally || 2
|-
| Peak supply drop || 0.123 mV
|-
| Number of buffers inserted during clock tree synthesis || 3
|-
| Area growth syn-to-layout || 19.5%
|-
| Tightest Hold Check Type || reg2reg
|-
| Reported leakage power || 0.000570 uW
|-
| Number of violations reported at the end of detailed-routing iteration 0 || 48
|-
| DRT antenna net count || 0
|-
| Post-layout period usage of the worst path || 75.7%
|-
| Mean instance size in the synthesized netlist || 8.51 um^2
|-
| Dominant Register Cell || sky130_fd_sc_hd__dfxtp_1
|-
| Post-route setup slack || 1.14 ns
|-
| Power density over cell area || 227 nW/um^2
|-
| Cell total in the yosys stat output || 161
|-
| Floorplan core density || 16.7%
|-
| CTS tree || done
|-
| Antenna violations before repair || 0
|-
| Clk network pwr share || 37.1%
|-
| Clock sink total || 24
|-
| Sequential element share of the synthesized area || 35.1%
|-
| CTS H-tree depth || 1
|-
| Unrepaired setup endpoints after global routing || false
|-
| Max_cap viols || 0
|-
| Die height || 112 um
|-
| Latency at later pin || 0.26 ns
|-
| Fraction of the mapped netlist area in compound gates || 14.0%
|-
| Commonest non-fill, non-tap cells in the layout || 29 x sky130_fd_sc_hd__nor2_1, 24 x sky130_fd_sc_hd__dfxtp_1, 13 x sky130_fd_sc_hd__nand2_1
|-
| Yosys adder share || 7.85%
|-
| Critical path endpoint category || register
|-
| Total length of routed met2 wires || 1090 um
|-
| Multiplexer share || 2.19%
|-
| Comb power frac || 6.9%
|-
| Post-DP HPWL || 1930 um
|-
| Via count of the first global-routing pass || 1022
|-
| Mapped cell area || 1370 um^2
|-
| Area of all placed cells without fillers || 1640 um^2
|-
| Summed standard-cell area reported by yosys || 1370 um^2
|-
| Cts repair resizes || 0
|-
| Synth Area in Simple Gates || 28.1%
|-
| Synth unique cells || 40
|-
| Setup TNS || 0 ns
|-
| Worst-path maximum fanout || 14
|-
| Worst setup path class || in2reg
|-
| Number of placed I/O pins || 11
|-
| Outcome || completed
|-
| Share of post-route cells with drive strength above 1 || 7.51%
|-
| Area of the core || 8220 um^2
|-
| Worst setup path startpoint || rst
|-
| Count of unresolved DRC violations after routing || 0
|-
| Met3 WL || 158 um
|-
| Global router's overall resource usage || 3.92%
|-
| Mapped Cells || 161
|-
| Uppermost signal routing layer after detailed routing || met3
|-
| Final hold violation count || 0
|}
layer usage:
metal / vias up / track usage, %
met5: - / 0
met4: 0 / 0.338
met3: 0 / 1.57
met2: 17 / 6.29
met1: 523 / 5.04
li1: 592 / -
flip-flops by register name (all words and copies together) (netlist names):
signal	cells
cont	17
position	7
critical path, stage by stage:
cell	delay (ns)
sky130_fd_sc_hd__clkdlybuf4s50_1	0.40
sky130_fd_sc_hd__buf_4	0.18
sky130_fd_sc_hd__or3b_2	0.44
sky130_fd_sc_hd__a21o_1	0.22
sky130_fd_sc_hd__nand2_1	0.08
sky130_fd_sc_hd__ha_1	0.18
sky130_fd_sc_hd__inv_1	0.06
sky130_fd_sc_hd__fa_1	0.40
sky130_fd_sc_hd__nor2b_1	0.17
sky130_fd_sc_hd__o31a_1	0.18
sky130_fd_sc_hd__o21a_1	0.19
sky130_fd_sc_hd__nor4_1	0.07
sky130_fd_sc_hd__a311oi_1	0.23
how the worst min path moves through the flow:
stage	start	endpoint	slack, ns	depth (start not counted)
CTS	cont[0]$_SDFF_PP0_	cont[0]$_SDFF_PP0_	0.47	1
global route	cont[0]$_SDFF_PP0_	cont[0]$_SDFF_PP0_	0.51	1
finish	cont[0]$_SDFF_PP0_	cont[0]$_SDFF_PP0_	0.47	1
cells in the mapped netlist, drive strengths merged (3+ instances only):
| cell type | number | area share [%] |
|---|---|---|
| nor4 | 3 | 2.5 |
| a21o | 3 | 1.6 |
| o21ai | 3 | 1.1 |
| ha | 7 | 6.4 |
| a21oi | 5 | 1.8 |
| inv | 7 | 1.9 |
| nor3 | 5 | 1.8 |
| nand2 | 13 | 3.6 |
| dfxtp | 24 | 35 |
| nand4 | 3 | 1.4 |
| a211oi | 3 | 1.6 |
| nand3 | 9 | 3.7 |
| xnor2 | 7 | 4.5 |
| nor2 | 29 | 7.9 |
| nor2b | 3 | 1.4 |
| xor2 | 7 | 4.5 |
| mux2i | 3 | 2.2 |
stage by stage:
step                cells  total power, uW
floorplan             161              232
detailed placement    274              239
CTS                   278              380
global placement      274              239
global route          278              394
finish                278              372
kinds of logic (layout without fill, tap and decap cells):
kind of cell             Yosys count  count (layout)
AND-OR/OR-AND                     26              26
XOR/XNOR                          14              14
adder cells (fa/ha/maj)            8               8
buffers and inverters             10              22
flip-flops                        24              24
multiplexers                       3               3
AND/OR/NAND/NOR                   76              76
cell type report:
cell class | count | area share, %
clock buffers | 4 | 3.36
inverters | 7 | 1.60
multi-input cells | 127 | 51.1
flip-flops and latches | 24 | 29.3
well taps | 105 | 8.02
repair buffers | 11 | 6.57
power groups by stage:
| stage | Clock (uW) | Combinational [uW] | Sequential, uW |
|---|---|---|---|
| after CTS | 145 | 26.2 | 208 |
| final | 138 | 25.7 | 208 |
| after global routing | 155 | 29.5 | 209 |
Power and IR drop assume default switching activity.
