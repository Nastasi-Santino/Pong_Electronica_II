$ cat flow/config.mk
export PLATFORM = sky130hd
export DESIGN_NAME = controlls_iface
export DESIGN_NICKNAME = controlls_iface
export VERILOG_FILES = /design/flow/design.v
export SDC_FILE = /design/flow/constraint.sdc
export NUM_CORES = 4
export LEC_CHECK = 1
export CORE_AREA = 10 10 85 85
export DIE_AREA = 0 0 95 95
$ cat flow/constraint.sdc
current_design controlls_iface

set clk_period 3.2
set clk_io_pct 0.2

create_clock -name clk0 -period $clk_period [get_ports {clk}]

set non_clock_inputs [all_inputs -no_clocks]
set_input_delay [expr $clk_period * $clk_io_pct] -clock clk0 $non_clock_inputs
set_output_delay [expr $clk_period * $clk_io_pct] -clock clk0 [all_outputs]
$ cat flow/design.v
module controlls_iface (
    input wire          clk,
    input wire          rst,
    input wire [1:0]    btns,
    output reg          btn_pressed,
    output reg [1:0]    btn_stored
);
    localparam integer CUENTA = 10000;
    localparam integer CW = $clog2(CUENTA + 1);
    reg [CW-1:0] cont;
    reg [1:0]    btn_prev;
    always @(posedge  clk) begin
        if(rst == 'd1) begin
            cont        <= 'd0;   
            btn_stored   <= 2'd0;
            btn_pressed <= 1'b0;
            btn_prev <= 'd0;
        end else begin
            if(btns != btn_prev) begin
                btn_prev <= btns;
                cont <= 'd0;
            end else if(|btns) begin
                if(cont < CUENTA[CW-1:0]) begin
                    cont <= cont + 1'b1;
                end
                if((cont >= CUENTA[CW-1:0])) begin
                    btn_stored <= btns; 
                end 
            end else begin 
                cont <= 'd0;
                btn_stored <= 'd0;
            end
            btn_pressed <= (btn_stored != 2'b00);
        end
    end
endmodule
$ cat flow/run.sh
#!/bin/bash
# OpenROAD 26Q1-2900-gdf79404cd8, Yosys 0.63+post, stock flow scripts
make -C /OpenROAD-flow-scripts/flow DESIGN_CONFIG=/design/flow/config.mk WORK_HOME=/design/flow/orfs finish
==> CHANGELOG.md <==
### Changed

- Crit path launch type: flip-flop
- Final hold violation count: 0
- Largest net degree at the start of global routing: 16
- Clk slew on worst S/H paths: 0.07 ns
- Yosys stat area: 910 µm²
- Unique cell types: 35
- Peak VDD IR: 0.257 mV
- Post-CTS Repair Setup Buffers: 0
- Cell total in the yosys stat output: 102
- Synth flops: 19
- Post-synth EDFFs: 0
- Critical Path AT: 2.11 ns
- H-Tree Depth: 1
- Max Clock Skew: 0.00191 ns
- Worst r2r src: cont[4]
- Num Clock Sinks: 19
- CP Max Fanout: 15
- Critical path type: reg2reg
- Synth Area per Inst: 8.92 µm²
- Crit path from: cont[4]
- Dominant register cell: dfxtp_1
- Gpl congestion: 0.767
- Req. time, crit path: 3.38 ns
- Count of tool warnings: 27
- Async SR Flop Fraction: 0%
- Vias in the first global route: 663
- Core area: 5470 µm²
- Post-CTS Hold Buffers: 0
- Fin crit period: 1.93 ns
- Global-route wire length before repair: 3060 µm
- DRT Pass-1 Iters: 4
- Most instantiated logic cells after routing: dfxtp_1, nor2_1, a21oi_1, or3_1, clkdlybuf4s50_1
- Die ar.: 9030 µm²
- Initial Util: 16.6%
- Worst hold path class: reg2reg
- RSZ-0062 raised after global routing: no
- Cts repair resizes: 0
- Vias per cell: 4.29
- Via Count: 768
- Hold Startpoint: btn_stored[1]
- Slew headroom: 57.2%
- Drt initial violations: 32
- Max clock buf depth: 2
- Seq share, synth: 41.8%
- Max Cap Viol: 0
- Cell area after synthesis: 910 µm²
- Layout area overhead: 19.3%
- Leak pwr: 0.319 nW
- Initial antenna violation count: 0
- Placement Rows: 27
- Residual DRC count: 0
- GR Overflow Total: 0
- DIE WIDTH: 95 µm
- Die span in y: 95 µm
- Top cell excl fill/tap: dfxtp_1
- Ports: 7
- Final Slew Violations: 0
- PwrDens: 392 nW/µm²
- Synth warn: 1
- Insertion Delay late pin: 0.25 ns
- Share of cells above drive strength 1: 5.61%
- PortBufs: 6
- Antenna cells: 0
- CTS Buf Count: 3
- Worst Max-Slew Pin Slew: 0.642 ns
- CTS tree: done
- Final tally of setup violations: 0
- Status: complete, no violations
- Routed Antenna Nets: 0
- Final wirelength: 1740 µm
- Hpwl dp: 1270 µm
- Top achievable clock speed: 517 MHz
- Mapped Cells: 102
- GRT Overall Usage: 4.03%
- Fin util: 19.8%
- Reg2reg setup slack: 1.27 ns
- Post-DR wirelength/cell: 9.73 µm
- Setup crit end kind: flip-flop
- Tcrit/Tclk final: 60.4%
- Clock Root Buffer: clkbuf_8
- Final setup TNS: 0 ns
## registers in the layout, summed over array words and instances (netlist names)
| register | flops |
|---|---|
| cont | 14 |
| btn_prev | 2 |
| btn_stored | 2 |
| btn_pressed | 1 |
## synthesized netlist by cell type (2+ instances only)
library cell	instances	area (µm²)
o21ai_0	2	10.0
a31oi_1	2	12.5
ha_1	2	25.0
a32o_1	2	20.0
clkbuf_1	3	11.3
or4_1	3	22.5
inv_1	5	18.8
o31ai_1	3	22.5
a21oi_1	8	40.0
xor2_1	4	35.0
nand2_1	2	7.51
nand4_1	3	18.8
nand3_1	4	20.0
o211ai_1	3	22.5
o21a_1	2	15.0
nor2_1	9	33.8
dfxtp_1	19	380
or3_1	6	37.5
o21ai_1	4	20.0
## metrics by stage
| stage | instance area (µm²) | cells | power, mW | hold WS (ns) | worst slack [ns] |
|---|---|---|---|---|---|
| after floorplan | 910 | 102 | 0.258 | 0.435 | 1.61 |
| after global placement | 1040 | 175 | 0.266 | 0.487 | 1.01 |
| after detailed placement | 1040 | 175 | 0.266 | 0.486 | 1.01 |
| after CTS | 1080 | 179 | 0.432 | 0.503 | 1.28 |
| after global routing | 1080 | 179 | 0.446 | 0.524 | 1.15 |
| final | 1080 | 179 | 0.425 | 0.500 | 1.27 |
## worst paths after layout
check                   to  cells past startpoint
max                cont[7]                      4
min          btn_stored[1]                      1
max reg2reg        cont[7]                      4
min reg2reg  btn_stored[1]                      1
## area by class of cell
cell class	instances	area, µm²
Timing Repair Buffer	6	60.1
Sequential cell	19	380
Inverter	5	18.8
Tap cell	72	90.1
Multi-Input combinational cell	73	490
Clock buffer	4	45.0
Fill cell	626	4390
## report_power, final
group	leakage (nW)	internal [mW]	switching (mW)	total, mW
registers	0.154	0.239	0.00125	0.240
logic	0.142	0.00853	0.0125	0.0210
clock network	0.0228	0.0884	0.0757	0.164
total	0.319	0.336	0.0894	0.425
## worst max-delay path, cell delays in order (launching register included)
cell,delay (ns)
dfxtp_1,0.37
nor4_4,0.48
o21ai_2,0.30
or4_1,0.57
a21oi_1,0.15
## cell families (layout without fill, tap and decap cells)
kind of cell | after synthesis | count (layout) | synth area share [%]
multiplexers | 1 | 1 | 1.10
AND-OR/OR-AND | 31 | 31 | 23.0
AND/OR/NAND/NOR | 34 | 34 | 22.3
buffers and inverters | 10 | 15 | 4.26
XOR/XNOR | 5 | 5 | 4.81
adder cells (fa/ha/maj) | 2 | 2 | 2.75
flip-flops | 19 | 19 | 41.8
## layer usage
metal / global-route usage, % / share of wire, % / wire length (µm) / vias to the layer above
li1: - / - / - / 390
met1: 5.44 / 49 / 849 / 367
met2: 6.29 / 45 / 783 / 11
met3: 1.60 / 6.3 / 109 / 0
met4: 0.125 / 0 / 0 / 0
met5: 0 / 0 / 0 / -
Power figures rest on the tool's default switching activity, not on a simulated workload.
