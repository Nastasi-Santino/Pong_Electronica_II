--- design/flow/config.mk ---
export PLATFORM = sky130hd
export DESIGN_NAME = ball_logic
export DESIGN_NICKNAME = ball_logic
export VERILOG_FILES = /design/flow/design.v
export SDC_FILE = /design/flow/constraint.sdc
export NUM_CORES = 4
export LEC_CHECK = 1
export CORE_UTILIZATION = 50
--- design/flow/constraint.sdc ---
current_design ball_logic

set clk_period 5.0
set clk_io_pct 0.2

create_clock -name clk0 -period $clk_period [get_ports {clk}]

set non_clock_inputs [all_inputs -no_clocks]
set_input_delay [expr $clk_period * $clk_io_pct] -clock clk0 $non_clock_inputs
set_output_delay [expr $clk_period * $clk_io_pct] -clock clk0 [all_outputs]
--- design/flow/design.v ---
module ball_logic #(
    parameter integer CLK_HZ  = 10_000_000,
    parameter integer MOVE_HZ = 100
)(
    input wire       clk,
    input wire       rst,
    input wire [6:0] firstPos,
    input wire [6:0] secondPos,
    output reg [6:0] ballX,
    output reg [5:0] ballY
);
    localparam integer CUENTA = CLK_HZ / MOVE_HZ;  
    localparam integer CW = $clog2(CUENTA);
    reg [CW-1:0] cont;
    wire move_tick = (cont == CUENTA- 'd1);
    wire signed [2:0] dx;
    wire signed [2:0] dy;
    ball_move bm1 (
    .clk(clk),
    .rst(rst),
    .move_tick(move_tick),
    .bottomPaddleX(firstPos),
    .topPaddleX(secondPos),
    .ballX(ballX),
    .ballY(ballY),
    .dx(dx),
    .dy(dy)
    );
    wire signed [7:0] bX_ext = $signed({1'b0, ballX});
    wire signed [6:0] bY_ext = $signed({1'b0, ballY});
    wire signed [7:0] next_bX = bX_ext + dx;
    wire signed [6:0] next_bY = bY_ext + dy;
    always @(posedge clk) begin
        if(rst == 'd1) begin
            ballX <= 7'd64;
            ballY <= 6'd32;
            cont <= 'd0;
        end else begin
            if(cont < CUENTA - 'd1) begin
                cont <= cont + 'd1;
            end else begin
                ballX <= next_bX[6:0];
                ballY <= next_bY[5:0];
                cont <= 'd0;
            end
        end
    end
endmodule
module ball_move(
    input  wire        clk,
    input  wire        rst,
    input  wire        move_tick,
    input  wire [6:0]  bottomPaddleX,
    input  wire [6:0]  topPaddleX,
    input  wire [6:0]  ballX,
    input  wire [5:0]  ballY,
    output reg  signed [2:0] dx,
    output reg  signed [2:0] dy
);
    localparam integer BALL_HALF   = 2;
    localparam integer PADDLE_HALF = 8;
    localparam [5:0] TOP_PADDLE_Y    = 6'd3;
    localparam [5:0] BOTTOM_PADDLE_Y = 6'd60;
    wire signed [7:0] bx  = $signed({1'b0, ballX});
    wire signed [7:0] by  = $signed({2'b0, ballY});
    wire signed [7:0] tpx = $signed({1'b0, topPaddleX});
    wire signed [7:0] bpx = $signed({1'b0, bottomPaddleX});
    wire signed [7:0] ball_left   = bx - BALL_HALF;
    wire signed [7:0] ball_right  = bx + BALL_HALF;
    wire signed [7:0] ball_top    = by - BALL_HALF;
    wire signed [7:0] ball_bottom = by + BALL_HALF;
    wire leftWallHit  = (ball_left  <= 0);
    wire rightWallHit = (ball_right >= 127);
    wire topPaddleHit =
        (ball_top <= TOP_PADDLE_Y + 1) &&
        (ball_right >= (tpx - PADDLE_HALF)) &&
        (ball_left  <= (tpx + PADDLE_HALF));
    wire bottomPaddleHit =
        (ball_bottom >= BOTTOM_PADDLE_Y - 1) &&
        (ball_right  >= (bpx - PADDLE_HALF)) &&
        (ball_left   <= (bpx + PADDLE_HALF));
    wire signed [7:0] offset_top    = bx - tpx;
    wire signed [7:0] offset_bottom = bx - bpx;
    function automatic signed [2:0] dx_from_offset(input signed [7:0] off);
    begin
        if (off <= -6)      dx_from_offset = -3'sd2;
        else if (off <= -2) dx_from_offset = -3'sd1;
        else if (off <=  1) dx_from_offset =  3'sd0;
        else if (off <=  5) dx_from_offset =  3'sd1;
        else                dx_from_offset =  3'sd2;
    end
    endfunction
    always @(posedge clk) begin
        if (rst) begin
            dx <= 3'sd0;
            dy <= -3'sd1;
        end else if (move_tick) begin
            if (leftWallHit || rightWallHit)
                dx <= -dx;
            if (topPaddleHit && dy < 0) begin
                dy <= -dy;
                dx <= dx_from_offset(offset_top);
            end else if (bottomPaddleHit && dy > 0) begin
                dy <= -dy;
                dx <= dx_from_offset(offset_bottom);
            end
        end
    end
endmodule
--- design/flow/run.sh ---
#!/bin/bash
# OpenROAD 26Q1-2900-gdf79404cd8, Yosys 0.63+post, stock flow scripts
make -C /OpenROAD-flow-scripts/flow DESIGN_CONFIG=/design/flow/config.mk WORK_HOME=/design/flow/orfs finish
==> run notes <==
IR analysis of the VDD net gives a maximum drop of 0.000104 V. Looking at the setup timing report, the critical path kind is reg2reg. The clock net in this run drives a total of 35 sinks. Setup repair after global routing left no endpoint under its margin. For the number of nets with antenna violations after detailed routing, the log shows 0. The run gives 9090 µm for the final routed wirelength across all metal layers. The setup check on the worst reg-to-reg path leaves a slack of 0.98 ns. The run gives 17.9% for the post-synthesis share of cell area spent on and-or and or-and gates.

The tools report the required arrival time at the worst endpoint as 5.19 ns. The tree is rooted in a sky130_fd_sc_hd__clkbuf_8. The count of input and output buffers works out to 28. The top layer reached by signal wires was met4. The run gives 35 for the number of storage elements in the synthesis netlist.

Of all cell types, the one taking the most synthesized area is sky130_fd_sc_hd__ha_1. Number of top-level pins: 29. The total grt overflow is 0. The cell family contributing the most delay on the critical path is AND-OR/OR-AND gates.

Yosys stat counts 495 cells in the synthesized netlist. The die width was 91.3 µm. The biggest cell delay along the critical path was 0.73 ns. For the global-route wire length before repair, the log shows 15600 µm.

The number of cells on the worst reg-to-reg path is 11. Per the hold report, the tightest min-delay path originates at cont[0]$_SDFF_PP0_. The CTS report gives the tree buffer count as 5.

Summed negative setup slack over all endpoints: 0 ns. The slowest cell on the critical path was sky130_fd_sc_hd__dfxtp_1. The area reported by Yosys stat was 3990 µm²; the number of buffers between clock root and the deepest sink was 2. In the final run the clock tree shows a worst skew of 0.00769 ns. Gates resized during post-CTS repair numbered 0. The core area is 7730 µm². The source-to-sink clock delay at the later pin of the worst-skew pair is 0.29 ns.

CTS built an H-tree with a depth of 2. The flow ran to the end, and the final reports show no timing, DRC or antenna violations. The number of cells on the worst hold path is 1, and the total via count in the routed design is 3460. The tools report the fmax as 0.249 GHz.

STA classifies the critical path endpoint as a flip-flop. The largest family of logic cells by area was simple AND/OR/NAND/NOR gates. The post-detailed-route wirelength per cell is 14.6 µm.

Wire segments on met2 add up to 3850 µm in the final route. The largest driver fanout on the critical path is 13, and the leakage power is 1.92 nW. With the count of endpoints failing setup in the final report at 0, the final instance count without filler cells is 623. After floorplanning, the core was divided into 32 placement rows. The run gives 4.02 ns for the post-route minimum period. The run gives 71 for the number of distinct library cell variants in the gate-level netlist after synthesis. The critical register-to-register path endpoint is bm1.dx[1]$_SDFFE_PP0P_.

The run gives 91.3 µm for the floorplan die height. The final hold violation count recorded for this run is 0. The detailed-route vias per instance is 5.55. Area share of the leading cell type in the synthesized netlist: 18.2%. Synthesis produced 495 cells. Detailed routing placed a total of 414 µm of wire on met3. Detailed placement finished with a half-perimeter wire length of 7310 µm.

The registers of the reported paths see a clock transition of 0.07 ns. During synthesis, Yosys emitted a total of 2 warnings. The multiplexer area fraction after synthesis is 2.82%. After Yosys synthesis, and, or, nand and nor cells account for 22.8% of the synthesized area.

Yosys mapped a number of flops with a built-in enable equal to 0. Entering global routing, the biggest net connects 17 pins. Number of slew-limit violations in the final report: 0. The post-route netlist has 4.80% of its cells at a drive strength greater than 1. The stage logs contain a warning count of 36. The layout-stage area growth over the synthesis result came out at 11.2%. Quantity of hold-fixing buffers added after cts: 0.

Class of the tightest hold or removal check: reg2reg. The logs give 0.925 for the final RePlAce weighted congestion and 8340 µm² for the chip area. The combined global-route utilization of all metal layers was 23.6%. The tools report the post-route DRC violation count as 0.

The area fraction in full adders, half adders and majority gates works out to 22.0%. The first TritonRoute pass finished after 6 iterations. The logs give 3260 for the number of global-route vias before repair and 0 for the number of antenna violations at the first check in global routing. In this run, the synthesized area fraction spent on xor and xnor cells is recorded as 11.0%. The tools report the starting utilization of the core area as 51.6%. The run gives 615 for the cell total after placement.

Endpoint of the worst hold path: cont[0]$_SDFF_PP0_. The synthesis report gives the async set-or-reset register share as 0%. Once the clock tree was built, the setup fixing pass inserted 0 buffers.

The run gives 0 as the antenna diode count. The worst path uses 80.3% of the clock period. The instance area after placement came out at 4340 µm². For the arrival time at the worst endpoint, the log shows 4.20 ns.

Power spread over the standard cell area amounts to 143 nW/µm². The number of buffers and inverters on the critical path is 2. Listed in order, past its start point the critical path passes inv_1 -> ha_1 -> inv_1 -> ha_1 -> a21o_1 -> a21o_1 -> a211oi_1 -> o2111ai_1 -> or2_2 -> a211o_1 -> a311oi_1.

The run gives 141 as the number of design-rule violations left by the first detailed-router iteration. In the per-layer summary, the met1 wirelength comes to 4640 µm. Across the run, the number of max-cap violations was 0.

With the mean instance size in the synthesized netlist at 8.06 µm², the sequential share of the synthesized area is 17.6%. After routing the design area is 4430 µm². The main area contributors are sky130_fd_sc_hd__ha_1, sky130_fd_sc_hd__dfxtp_1, sky130_fd_sc_hd__xnor2_1.

The actual slew at the worst max-slew pin is 0.721 ns, and the post-synthesis instance area is 3990 µm². For this run, the leading register cell type out of synthesis is sky130_fd_sc_hd__dfxtp_1. Critical path launch point type: a flip-flop. TritonCTS built the clock tree.

The launch point of the worst register-to-register path is recorded as ballX[1]$_SDFFE_PP0P_. The relative slew slack came out at 51.9%.
worst max-delay path by stage:
stage     slack, ns  depth (start not counted)             startpoint                      to
4_1_cts        1.03                         11  ballX[1]$_SDFFE_PP0P_  bm1.dx[1]$_SDFFE_PP0P_
5_1_grt        0.80                         11  ballX[1]$_SDFFE_PP0P_  bm1.dx[1]$_SDFFE_PP0P_
6_report       0.98                         11  ballX[1]$_SDFFE_PP0P_  bm1.dx[1]$_SDFFE_PP0P_
layout by cell type (no fill, tap or decap), drive strengths merged, types with 5 or more instances in the layout:
cell / n
ha: 58
nor2: 55
inv: 44
dfxtp: 35
nand3: 31
clkdlybuf4s50: 28
xnor2: 27
nand2: 24
o21ai: 20
a21oi: 20
xor2: 17
nor3: 15
a211oi: 10
mux2i: 9
nand4: 7
nor4: 6
a21o: 6
fa: 6
clkbuf: 6
and3: 6
nand2b: 5
a211o: 5
cells by family after synthesis:
kind of cell | count (synthesis)
AOI/OAI and AO/OA | 102
xor gates and xnor gates | 46
adders and majority gates | 67
buffers and inverters | 55
DFF | 35
muxes | 11
and+or+nand+nor | 179
stage by stage:
step | power, mW | worst slack [ns] | util, % | hold slack (ns)
after floorplan | 0.381 | 1.66 | - | 0.430
after global placement | 0.419 | 0.798 | 56.1 | 0.447
after detailed placement | 0.420 | 0.797 | 56.1 | 0.455
after CTS | 0.640 | 1.03 | 57.4 | 0.471
after global routing | 0.670 | 0.798 | 57.4 | 0.513
final | 0.633 | 0.984 | 57.4 | 0.468
registers in the layout, summed over array words and instances, names as in the netlist:
signal  flops
ballX       7
bm1.dy      2
bm1.dx      3
ballY       6
cont       17
where the power goes:
part / total (mW) / internal [mW] / switching [mW]
clock: 0.218 / 0.112 / 0.106
sequential: 0.283 / 0.281 / 0.00202
combinational: 0.132 / 0.0586 / 0.0735
total: 0.633 / 0.452 / 0.181
metal layers:
metal	GRT usage, %	up-vias
met5	0	-
met4	4.10	0
met3	3.23	15
met2	36.5	65
met1	36.4	1548
li1	-	1832
synth_stat cells, drive strengths merged, types with 5 or more instances:
master	n
ha	58
nor2	55
inv	44
dfxtp	35
nand3	31
xnor2	27
nand2	24
a21oi	20
o21ai	20
xor2	17
nor3	15
a211oi	10
mux2i	9
clkbuf	7
nand4	7
a21o	6
and3	6
fa	6
nor4	6
a211o	5
nand2b	5
worst register-to-register path: stages (launching register included):
cell and delay [ns]:
sky130_fd_sc_hd__dfxtp_1 0.73, sky130_fd_sc_hd__inv_1 0.37, sky130_fd_sc_hd__ha_1 0.49, sky130_fd_sc_hd__inv_1 0.10, sky130_fd_sc_hd__ha_1 0.29, sky130_fd_sc_hd__a21o_1 0.18
sky130_fd_sc_hd__a21o_1 0.18, sky130_fd_sc_hd__a211oi_1 0.40, sky130_fd_sc_hd__o2111ai_1 0.26, sky130_fd_sc_hd__or2_2 0.39, sky130_fd_sc_hd__a211o_1 0.27, sky130_fd_sc_hd__a311oi_1 0.27
cell type report:
| type | instances | area, µm² |
|---|---|---|
| fillers | 691 | 3290 |
| multi-input cells | 405 | 3050 |
| flip-flops and latches | 35 | 701 |
| repair buffers | 29 | 288 |
| inverters | 44 | 165 |
| well taps | 102 | 128 |
| clock buffers | 6 | 82.6 |
| clock inverters | 2 | 16.3 |
No activity file was given, so power comes from the tool's default toggle rates.
